===== run.sh =====
#!/bin/bash
# OpenROAD 26Q1-2900-gdf79404cd8, Yosys 0.63+post, stock flow scripts
make -C /OpenROAD-flow-scripts/flow DESIGN_CONFIG=/design/flow/config.mk WORK_HOME=/design/flow/orfs finish

===== config.mk =====
export PLATFORM = sky130hd
export DESIGN_NAME = alu
export DESIGN_NICKNAME = alu
export VERILOG_FILES = /design/flow/design.v
export SDC_FILE = /design/flow/constraint.sdc
export NUM_CORES = 4
export LEC_CHECK = 1
export CORE_UTILIZATION = 30

===== constraint.sdc =====
current_design alu

set clk_period 24.8
set clk_io_pct 0.2

create_clock -name clk0 -period $clk_period

set non_clock_inputs [all_inputs -no_clocks]
set_input_delay [expr $clk_period * $clk_io_pct] -clock clk0 $non_clock_inputs
set_output_delay [expr $clk_period * $clk_io_pct] -clock clk0 [all_outputs]

===== design.v =====
module alu(alusrc, din1, dreg, dext, aluctrl, aluzero, aluresult);
    input           alusrc;
    input   [31:0]  din1;
    input   [31:0]  dreg;
    input   [31:0]  dext;
    input   [2:0]   aluctrl;
    output          aluzero;
    output  [31:0]  aluresult;
    wire    [31:0]  din2;
    assign din2 = alusrc ? dext : dreg;
    assign aluresult = 
        aluctrl == 3'h0 ? din1 & din2 :
        aluctrl == 3'h1 ? din1 | din2 :
        aluctrl == 3'h2 ? din1 + din2 :
        aluctrl == 3'h4 ? din1 ^ din2 :
        aluctrl == 3'h6 ? din1 - din2 :
        aluctrl == 3'h7 ? (din1 < din2 ? 1 : 0):
                          32'hxxxxxxxx;
    assign aluzero = aluresult ? 0 : 1;
endmodule

==> notes.md <==
* completed — result of the run
* or4b_1 — critical path's slowest cell
* 0 — Final Hold Fails
* 9.533 ns — least setup slack across all paths after layout
* 48 — largest net degree at the start of global routing
* 0 — count of maximum capacitance violations
* 4 — buffers plus inverters on the worst setup path
* 582 — DRT iter0 DRCs
* 0.009044 mV — worst supply voltage drop on vdd
* 0.06550 GHz — highest clock frequency the design can meet
* 143.3 um — DIE WIDTH
* 1,264 — non-filler instance count after layout
* 5991 um^2 — area of the synthesized netlist per yosys stat
* 0 — total number of sequential cells
* 6,942 — routed vias
* 15.27 ns — post-route minimum period
* 0 — number of hold buffers added after cts
* 0.8268 ns — slew at the pin with the worst max-slew slack
* primary output — nature of the critical path endpoint
* 0 — post-cts resize count
* 6.649 um^2 — average size of a mapped cell
* 30.68% — initial standard-cell utilization of the core
* input pin — Worst setup SP type
* 19,530 um^2 — standard cell core area
* 18,340 um — placed wire-length estimate after detailed placement
* no — unrepaired setup endpoints after global routing
* 20,540 um^2 — Die Outline Area
* simple AND/OR/NAND/NOR gates — family with the most delay on the worst path
* 0% — Seq/Total Area, Yosys
* 0 um^2 — area of all sequential standard cells
* input pin to primary output — Hold Crit Class
* 3.311 nW — reported leakage power
* 35,820 um — wire length of the first global-routing pass
* 143.3 um — vertical die dimension
* 0 — Synthesis Warnings
* 4.304% — proportion of layout cells with a drive suffix above 1
* 0 — Setup Fix Bufs, Post-CTS
* 51 — row cnt
* 26.97 nW/um^2 — power per cell area
* buf_2, buf_4, mux2i_1, inv_1, ha_1, fa_1, o21bai_2, a211o_1, xor2_1, o22ai_1, or4b_1, or4_1, or4b_1, nor4_2, nand4b_1, or4_1, nor4_2, clkdlybuf4s50_1 — list of cells traversed by the critical path
* 25.81% — layout overhead on the synthesized area
* 1,264 — Placed Instances
* 85 — tally of OpenROAD warnings
* 4.219% — XOR/XNOR Fraction of Synth Area
* 23,500 um — routed wire length
* 61.56% — cycle use final
* 20.93% — adder-cell share of the synthesized area
* 0 ns — Final TNS setup
* 0 — total gr overflow
* 0 — remaining antenna violation count after routing
* 10.31 ns — crit path DAT
* 5991 um^2 — Syn Std Cell Area
* 0.56 ns — crit-path max cell delay
* 0 — number of antenna violations at the first check in global routing
* 0 — setup violators final
* 23.54% — simple share
* 133 — I/O pins
* 203.3 uW — total power consumption of the routed design
* 5 — first-pass detailed-route iteration total
* 0.9604 — weighted congestion reported at the end of routability-driven placement
* 44.67% — Slew Limit Headroom
* 18.59 um — average routed wire per standard cell
* 901 — number of instances in the synthesized netlist
* 0 — max-slew violations
* AND-OR/OR-AND gates — Dominant comb cell
* 11.21 ns — final hold slack
* 5.492 — average via count per standard cell
* 32.79% — post-synthesis compound-gate area fraction
* 901 — cell count in the Yosys report
* 87 — count of unique library cells instantiated by Yosys
* 133 — total of buffers placed on input and output ports
* 0 — remaining routing DRC violations
* 6,349 — via count of the first global-routing pass
* 0 — clock buffer count in the final layout
* 19.84 ns — data required time of the critical path
* 9.509 ns — minimum setup slack after placement
* 8.271% — mux share
* input pin to primary output — crit path kind
* 0 — count of antenna diodes in the layout
* 32 — crit-path max FO
* 22.77% — global router's overall resource usage
## synth_stat cells, types with 10 or more instances
master	instances	area (um^2)
o21ai_0	58	290.3
nor2_1	71	266.5
a21oi_1	93	465.5
xnor2_1	23	201.4
nand3_1	17	85.08
a211oi_1	13	97.59
o211ai_1	10	75.07
or3_1	12	75.07
o22ai_1	18	112.6
nor4_1	11	68.82
inv_1	108	405.4
clkbuf_1	29	108.9
mux2i_1	45	450.4
nand2_1	49	183.9
o31ai_1	15	112.6
nor3_1	18	90.09
nand2b_1	23	143.9
nor2b_1	18	112.6
ha_1	97	1214
## layout make-up
class / count / area, um^2
fillers: 2067 / 11990
multi-input cells: 743 / 5376
repair buffers: 144 / 1409
inverters: 112 / 420.4
well taps: 265 / 331.6
## per-stage QoR
step	area (um^2)	util, %
finish	7537	38.60
CTS	7537	38.60
detailed placement	7537	38.60
global placement	7537	38.60
global route	7537	38.60
floorplan	5991	-
## metal layers
layer,part of all wire [%],GRT usage [%]
met3,6.9,2.545
met1,48,33.65
met2,43,35.69
met5,0,0
met4,2.1,4.535
## power by group
part	switching, mW	internal, mW	total [mW]
logic	0.113	0.0899	0.203
registers	0	0	0
clock network	0	0	0
total	0.113	0.0899	0.203
## path summary, 6_finish.rpt
| path | startpoint | end | slack [ns] | depth (start not counted) |
|---|---|---|---|---|
| max | alusrc | aluzero | 9.53 | 18 |
| min | din1[27] | aluresult[27] | 11.21 | 5 |
## layout by cell type (no fill, tap or decap), types with 13 or more instances in the layout
master	instances
clkdlybuf4s50_1	132
nand2b_1	23
mux2i_1	45
nor2_1	71
o22ai_1	18
nor3_1	18
o21ai_0	58
nor2b_1	18
a211oi_1	13
nand2_1	49
o31ai_1	15
inv_1	108
nand3_1	17
xnor2_1	23
a21oi_1	93
ha_1	97
## kinds of logic (layout without fill, tap and decap cells)
logic type	count (synthesis)	after routing
AOI/OAI and AO/OA	302	302
xor gates and xnor gates	28	28
adders and majority gates	99	99
buffers and inverters	158	256
muxes	48	48
and+or+nand+nor	266	266
No activity file was given, so power comes from the tool's default toggle rates.
