`/design/flow/run.sh`:
```
#!/bin/bash
# OpenROAD 26Q1-2900-gdf79404cd8, Yosys 0.63+post, stock flow scripts
make -C /OpenROAD-flow-scripts/flow DESIGN_CONFIG=/design/flow/config.mk WORK_HOME=/design/flow/orfs finish
```
`/design/flow/config.mk`:
```
export PLATFORM = sky130hd
export DESIGN_NAME = npc
export DESIGN_NICKNAME = npc
export VERILOG_FILES = /design/flow/design.v
export SDC_FILE = /design/flow/constraint.sdc
export NUM_CORES = 4
export LEC_CHECK = 1
export CORE_UTILIZATION = 30
```
`/design/flow/constraint.sdc`:
```
current_design npc

set clk_period 19.5
set clk_io_pct 0.2

create_clock -name clk0 -period $clk_period

set non_clock_inputs [all_inputs -no_clocks]
set_input_delay [expr $clk_period * $clk_io_pct] -clock clk0 $non_clock_inputs
set_output_delay [expr $clk_period * $clk_io_pct] -clock clk0 [all_outputs]
```
`/design/flow/design.v`:
```
module npc(pc, b, j, branch, aluzero, jump, npc);
    input   [31:0]  pc;
    input   [31:0]  b;
    input   [25:0]  j;
    input           branch;
    input           aluzero;
    input           jump;
    output  [31:0]  npc;
    wire    [31:0]  pc4;
    wire    [27:0]  j2;
    wire    [31:0]  jpc;
    wire    [31:0]  bpc;
    assign pc4 = pc + 4;
    assign j2 = j << 2;
    assign jpc = {{pc4[31:28]}, j2};
    assign bpc = (b << 2) + pc4;
    assign npc =
        !jump               ? jpc :
        branch & aluzero    ? bpc :
                              pc4;
endmodule
```
==> results.sh <==
# physical design summary
export IMPL_status="completed"
export IMPL_warnings=41
export IMPL_min_period_over_period=0.623
export IMPL_slew_headroom=0.516
export IMPL_dp_cells=660
export IMPL_fin_crit_ns=12.14
export IMPL_diodes=0
export IMPL_grt_ovfl_total=0
export IMPL_drc=0
export IMPL_ys_warn_count=0
export IMPL_worstPathRequired_ns=15.60
export IMPL_max_freq_mhz=82.4
export IMPL_cts_hold_buf=0
export IMPL_register_area_um2=0
export IMPL_p_per_area_mw_per_mm2=26.8
export IMPL_ir_drop_mv=0.0121
export IMPL_io_pins=125
export IMPL_tns_ns=0
export IMPL_cpPeakStageDelay_ns=0.55
export IMPL_ys_cells=442
export IMPL_grt_usage=0.208
export IMPL_area_delta_synth_final_pct=46.5
export IMPL_final_setup_viol_count=0
export IMPL_drt_iter0_drc=142
export IMPL_vias=3597
export IMPL_wl_per_cell_um=15.6
export IMPL_design_core_area_mm2=0.00920
export IMPL_critPathLaunchType="input pin"
export IMPL_core_rowCount=35
export IMPL_die_w_um=99.2
export IMPL_nFillCells=967
export IMPL_antenna_found_initial=0
export IMPL_wirelength_mm=10.3
export IMPL_dpl_hpwl_mm=8.53
export IMPL_drv_cap=0
export IMPL_hold_viol_final=0
export IMPL_min_delay_path_class="input pin to output port"
export IMPL_postCtsResizedCells=0
export IMPL_postRouteAntennaNets=0
export IMPL_yosysUniqueCellTypes=53
export IMPL_logic_area_mm2=0.00273
export IMPL_fp_utilization=0.308
export IMPL_crit_type="input pin to output port"
export IMPL_vias_per_cell=5.45
export IMPL_clockBufferCount=0
export IMPL_syn_cell_area_mm2=0.00283
export IMPL_grt_max_degree=41
export IMPL_yosys_stat_chipArea_mm2=0.00283
export IMPL_p_total_w=0.000111
export IMPL_critPathSlowestCell="clkdlybuf4s50_1"
export IMPL_post_cts_buffers=0
export IMPL_port_buffers=123
export IMPL_dieArea_mm2=0.00983
export IMPL_die_h_um=99.2
export IMPL_grt_pass1_vias=3423
export IMPL_slew_violations=0
export IMPL_layout_drive_gt1_share=0.0146
export IMPL_syn_instance_count=442
export IMPL_crit_arrival_ns=8.24
export IMPL_worst_slew_pin_slew_ns=0.725
export IMPL_grt_setup_unrepaired="no"
export IMPL_cp_cell_sequence="clkdlybuf4s50_1 -> and4_1 -> and3_1 -> nand4_1 -> xnor2_1 -> ha_1 -> a21oi_2 -> o21ai_1 -> a21o_1 -> a221o_1 -> a21oi_1 -> a311oi_1 -> xnor2_1 -> a21oi_1 -> clkdlybuf4s50_1"
export IMPL_cp_max_fo=8
export IMPL_synth_avg_cell_area_um2=6.41
export IMPL_flops=0
export IMPL_grt_first_pass_wirelength_mm=16.3
export IMPL_p_leak_nw=1.62
export IMPL_stdcell_count=660
export IMPL_endpoint_kind="output port"
export IMPL_place_congestion=0.912
export IMPL_dr_pass1_iters=4
export IMPL_ys_seq_frac=0
==> per-stage QoR <==
| stage | instance area, µm² | utilization | setup slack, ns | hold slack, ns |
|---|---|---|---|---|
| floorplan | 2830 | - | 9.00 | 7.87 |
| global placement | 4150 | 0.451 | 7.41 | 8.71 |
| detailed placement | 4150 | 0.451 | 7.39 | 8.71 |
| CTS | 4150 | 0.451 | 7.38 | 8.72 |
| global route | 4150 | 0.451 | 7.11 | 8.76 |
| finish | 4150 | 0.451 | 7.36 | 8.71 |
==> path summary, 6_finish.rpt <==
| check | to | startpoint | depth (start not counted) | slack [ns] |
|---|---|---|---|---|
| setup / recovery | npc[28] | pc[4] | 15 | 7.36 |
| hold / removal | npc[2] | j[0] | 4 | 8.71 |
==> synth_stat cells, types with 3 or more instances <==
cell,n,area [µm²]
nor2_1,55,206
a21oi_1,51,255
nand2_1,45,169
ha_1,37,463
xnor2_1,29,254
nand3_1,26,130
o21ai_0,18,90.1
xor2_1,16,140
a21o_1,15,113
clkbuf_1,14,52.6
and3_1,12,75.1
nand4_1,12,75.1
nor3_1,12,60.1
a211oi_1,9,67.6
o21a_1,9,67.6
inv_1,7,26.3
nor2b_1,6,37.5
and2_1,5,31.3
and4_1,4,35.0
o211ai_1,4,30.0
o21ai_1,4,20.0
a221o_1,3,30.0
a31oi_1,3,18.8
buf_2,3,15.0
o21bai_1,3,22.5
o22ai_1,3,18.8
o31a_1,3,26.3
==> critical path, delay by kind of cell <==
kind,cells,cell delay (ns)
XOR/XNOR,2,0.43
buffers and inverters,2,1.03
AND/OR/NAND/NOR,3,0.73
AND-OR/OR-AND,7,1.75
adder cells (fa/ha/maj),1,0.40
==> power by group <==
group          switching, W  internal (W)  total, W
Combinational     0.0000529     0.0000584  0.000111
Clock                     0             0         0
Sequential                0             0         0
Total             0.0000529     0.0000584  0.000111
==> metal layers <==
| layer | vias to the layer above | GRT usage | share of wire |
|---|---|---|---|
| met5 | - | 0 | 0 |
| met4 | 0 | 0.0215 | 0.010 |
| met3 | 8 | 0.0443 | 0.10 |
| met2 | 135 | 0.360 | 0.46 |
| met1 | 1595 | 0.278 | 0.43 |
| li1 | 1859 | - | - |
==> cell usage in the layout (no fill, tap or decap), types with 3 or more instances in the layout <==
cell type,instances
a211oi_1,9
a21o_1,15
a21oi_1,51
a221o_1,3
a31oi_1,3
and2_1,5
and3_1,12
and4_1,4
buf_4,3
clkdlybuf4s50_1,123
ha_1,37
inv_1,7
nand2_1,45
nand3_1,26
nand4_1,12
nor2_1,55
nor2b_1,6
nor3_1,12
o211ai_1,4
o21a_1,9
o21ai_0,18
o21ai_1,4
o21bai_1,3
o22ai_1,3
o31a_1,3
xnor2_1,29
xor2_1,16
==> cell families after synthesis <==
group / Yosys count / share of synthesized area
buffers and inverters: 26 / 0.0358
adders and majority gates: 38 / 0.171
muxes: 2 / 0.00707
xor gates and xnor gates: 45 / 0.139
AOI/OAI and AO/OA: 147 / 0.341
and+or+nand+nor: 184 / 0.307
==> layout make-up <==
class / instances / area share
inverters: 7 / 0.00633
repair buffers: 126 / 0.302
multi-input cells: 416 / 0.658
well taps: 111 / 0.0335
Power and IR drop assume default switching activity.
